<file path="/design/flow/design.v">
module COMPARATOR(greater, less, equal, in1, in2);
    input [15:0]in1, in2;
    output greater, less, equal;
    assign less = in1 < in2;
    assign greater = in1 > in2;
    assign equal = in1 == in2;
endmodule
module GCD_data_path(gt, lt, eq, sel1, sel2, sin, clk, din, lda, ldb);
    input lda, ldb, clk, sel1, sel2, sin;
    input [15:0]din;
    output lt, gt, eq;
    wire [15:0]a, b, bus, sub, x, y;
    PIPO A(a, din, lda, clk);
    PIPO B(b, din, ldb, clk);
    MUX A1(x, a, b, sel1);
    MUX B1(y, a, b, sel2);
    MUX Load(bus, sub, din, sin);
    SUB S1(sub, x, y);
    COMPARATOR COMP(gt, lt, eq, a, b);
endmodule
module MUX(dout, in1, in2, select);
    output [15:0]dout;
    input [15:0]in1, in2;
    input select;
    assign dout = select ? in2 : in1;
endmodule
module PIPO(dout, din, load, clk);
    output reg [15:0]dout;
    output load, clk;
    input [15:0]din;
    always @(posedge clk)
        if(load)
            dout <= din;
endmodule
module SUB(out, in1, in0);
    output reg [15:0]out;
    input [15:0]in1, in0;
    always @(*)
        out = in1 - in0;
endmodule
</file>
<file path="/design/flow/run.sh">
#!/bin/bash
# OpenROAD 26Q1-2900-gdf79404cd8, Yosys 0.63+post, stock flow scripts
make -C /OpenROAD-flow-scripts/flow DESIGN_CONFIG=/design/flow/config.mk WORK_HOME=/design/flow/orfs finish
</file>
<file path="/design/flow/config.mk">
export PLATFORM = sky130hd
export DESIGN_NAME = GCD_data_path
export DESIGN_NICKNAME = GCD_data_path
export VERILOG_FILES = /design/flow/design.v
export SDC_FILE = /design/flow/constraint.sdc
export NUM_CORES = 4
export LEC_CHECK = 1
export CORE_UTILIZATION = 30
</file>
<file path="/design/flow/constraint.sdc">
current_design GCD_data_path

set clk_period 2.3
set clk_io_pct 0.2

create_clock -name clk0 -period $clk_period [get_ports {clk}]

set non_clock_inputs [all_inputs -no_clocks]
set_input_delay [expr $clk_period * $clk_io_pct] -clock clk0 $non_clock_inputs
set_output_delay [expr $clk_period * $clk_io_pct] -clock clk0 [all_outputs]
</file>
==> flow report <==
==============================================================================
Slack of the critical path                                           0.0170 ns
Area after DPL                                                      1690 sq um
Overall fraction of global-route tracks in use                          0.0937
Top area cells in the synthesized netlist                         edfxtp_1 (70%), ha_1 (15%), inv_1 (4.6%)
Count of clock tree sinks                                                   32
Worst hold path type                                                    in2reg
Number of warnings reported in the yosys synthesis log                       2
Share of layout cells above drive strength 1                             0.192
Static leakage                                                        0.729 nW
Number of hold-repair buffers added at the cts stage                         0
Cell count after synthesis                                                  90
Number of synthesized flops with an enable pin                              32
Initial detailed-routing violation count                                    13
H-tree levels                                                                2
Number of top-level design ports                                            25
Post-route core utilization                                              0.423
Ant diodes                                                                   0
Chip area                                                           4850 sq um
Crit share post-route                                                    0.993
Setup Crit Path Kind                                                   reg2out
TritonCTS clock tree                                                     built
Count of nets left with antenna violations after detail routing              0
Worst-path maximum fanout                                                    2
Total number of warnings across the stage logs                              30
Final global-route overflow total                                            0
Most frequently used cell type in the post-synthesis netlist          edfxtp_1
Outcome                                                           finished clean
Post-synthesis area per instance                                    15.3 sq um
Drt pass-1 iters                                                             2
Count of unique library cells instantiated by Yosys                         17
Last weighted congestion value of the routability-driven placer          0.771
PortBufs                                                                    21
Most common library cells after synthesis                         edfxtp_1 (32), inv_1 (17), ha_1 (16)
Count of final max-slew check failures                                       0
Final Hold Vio Count                                                         0
Final worst path period need                                           2.28 ns
Placeable Area                                                      4380 sq um
Highest attainable clock frequency                                     438 MHz
Clk buf depth                                                                2
Fp util                                                                  0.313
Avg Vias per Cell                                                         4.45
Max-area cell share                                                      0.699
Combined area of all synthesized cells                              1370 sq um
Peak supply drop                                                        359 uV
Startpoint type of the worst setup path                                   flop
Fraction of registers with async set/reset                                   0
Number of buffers added by the clock tree synthesis step                     5
Worst setup EP type                                                output port
RSZ-0062 raised after global routing                                       yes
Initial antenna violation count                                              0
Worst-path clk slew                                                    0.06 ns
Post-synthesis cell type with the largest combined area               edfxtp_1
Number of remaining DRC errors                                               0
Data required time at the worst endpoint                               1.84 ns
Average detailed-routed wire length per instance                  11.6 microns
Total cell area reported by yosys after synthesis                   1370 sq um
Areal power density over the cells                                 691 nW/um^2
Width of the die                                                  69.7 microns
Measured slew at the worst slew-check pin                             0.231 ns
Cell total in the yosys stat output                                         90
Worst hold slack                                                      0.760 ns
Flip-flop and latch count after synthesis                                   32
Number of maximum-capacitance violations                                     0
Commonest flop                                                        edfxtp_1
Detail Placement HPWL                                                  1.42 mm
Cell area after layout                                              1850 sq um
Final Setup Violations                                                       0
Number of vias in the routed layout                                        787
Total length of routed wires                                           2.05 mm
Vertical extent of the die                                        69.7 microns
Post-placement worst setup slack                                     -0.100 ns
FP Rows                                                                     24
Largest net degree at the start of global routing                           17
Slew HR                                                                  0.846
Register area share after synthesis                                      0.699
Crit path DAT                                                          1.82 ns
Library cell used as clock root buffer                                clkbuf_8
First-pass GRT wire length                                             3.44 mm
Number of global-route vias before repair                                  809
Area growth from synthesis to layout                                     34.9%
==============================================================================
[worst paths after layout]
check       from         end  slack (ns)  cells past startpoint
min      din[10]  B.dout[10]        0.76                      1
max    A.dout[1]          lt        0.02                      6
[repair_timing]
action	in CTS	in global routing
endpoints found under the setup margin	3	3
setup buffers	1	0
pin swaps	10	4
gates resized	14	7
[flip-flops by register name (all words and copies together) (netlist names)]
signal and cells:
A.dout 16, B.dout 16
[cells by family after synthesis]
family,count (synthesis),share of synthesized area
flops,32,0.699
buf+inv,17,0.0464
fa+ha+maj,16,0.146
compound gates,13,0.0583
simple gates,12,0.0501
[stage by stage]
| step | TNS [ns] | std cells | total power, W |
|---|---|---|---|
| 2_1_floorplan | 0 | 90 | 0.000791 |
| 3_3_place_gp | -0.131 | 169 | 0.000881 |
| 3_5_place_dp | -0.124 | 169 | 0.000886 |
| 4_1_cts | -0.0989 | 177 | 0.00128 |
| 5_1_grt | -0.154 | 177 | 0.00136 |
| 6_report | 0 | 177 | 0.00128 |
[cell type report]
type                       count  area (sq um)
sequential                    32           961
clock inverter                 2          7.51
timing repair buffer          28           256
multi-input combinational     41           430
fill                         384          2530
inverter                      17          63.8
clock buffer                   5          68.8
tap                           52          65.1
[report_power, final]
group          switching, W  internal (W)
clock              0.000176      0.000199
combinational     0.0000880      0.000110
sequential        0.0000142      0.000694
[placed cells by master, fill, tap and decap left out]
cell | netlist | final
edfxtp_1 | 32 | 32
clkdlybuf4s50_1 | 0 | 18
inv_1 | 17 | 17
ha_1 | 16 | 12
buf_4 | 0 | 6
a21oi_1 | 6 | 5
clkbuf_8 | 0 | 5
ha_4 | 0 | 4
nand4_1 | 3 | 3
nand2_1 | 3 | 3
nor2_1 | 2 | 2
o21ai_1 | 0 | 2
clkinv_1 | 0 | 2
buf_2 | 0 | 2
nand4_4 | 0 | 1
a21oi_2 | 0 | 1
a22oi_1 | 1 | 1
nor2b_2 | 0 | 1
o211ai_1 | 1 | 1
a2111o_1 | 1 | 1
a211oi_2 | 0 | 1
and3_4 | 0 | 1
nor4_2 | 0 | 1
a31oi_1 | 1 | 1
clkdlybuf4s15_1 | 0 | 1
buf_6 | 0 | 1
[critical path, stage by stage (launching register included)]
cell and delay, ns:
edfxtp_1 0.36, ha_1 0.29, nor2b_2 0.13, o211ai_1 0.11
a2111o_1 0.40, and3_4 0.16, buf_2 0.10
[metal layers]
layer,up-vias,GRT usage,wire length [microns]
li1,402,-,-
met1,361,0.141,959
met2,19,0.146,954
met3,5,0.0295,95
met4,0,0.0156,38
met5,-,0,0
Power is estimated from default activity; no workload was simulated.
