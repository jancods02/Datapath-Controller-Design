File: /design/flow/config.mk
export PLATFORM = sky130hd
export DESIGN_NAME = controller
export DESIGN_NICKNAME = controller
export VERILOG_FILES = /design/flow/design.v
export SDC_FILE = /design/flow/constraint.sdc
export NUM_CORES = 4
export LEC_CHECK = 1
export CORE_AREA = 10 10 70 70
export DIE_AREA = 0 0 80 80
File: /design/flow/run.sh
#!/bin/bash
# OpenROAD 26Q1-2900-gdf79404cd8, Yosys 0.63+post, stock flow scripts
make -C /OpenROAD-flow-scripts/flow DESIGN_CONFIG=/design/flow/config.mk WORK_HOME=/design/flow/orfs finish
File: /design/flow/constraint.sdc
current_design controller

set clk_period 2.0
set clk_io_pct 0.2

create_clock -name clk0 -period $clk_period [get_ports {clk}]

set non_clock_inputs [all_inputs -no_clocks]
set_input_delay [expr $clk_period * $clk_io_pct] -clock clk0 $non_clock_inputs
set_output_delay [expr $clk_period * $clk_io_pct] -clock clk0 [all_outputs]
File: /design/flow/design.v
module controller(lda, ldb, sel1, sel2, sin, done, clk, lt, gt, eq, start);
    input clk, lt, gt, eq, start;
    output reg lda, ldb, sel1, sel2, sin, done;
    reg [2:0] state;
    parameter s0 = 3'b000,  s1 = 3'b001, s2 = 3'b010, s3 = 3'b011, s4 = 3'b100, s5 = 3'b101;
    always @(posedge clk) begin
        case(state)
            s0: if(start) state <= s1; else state <= state;
            s1: state <= s2;
            s2: #2 if(eq) state <= s5;
                else if(gt)
                    state <= s4;
                else if(lt)
                    state <= s3;
            s3: #2 if(eq) state <= s5;
                else if(gt)
                    state <= s4;
                else if(lt)
                    state <= s3;
            s4: #2 if(eq) state <= s5;
                else if(gt)
                    state <= s4;
                else if(lt)
                    state <= s3;
            s5: state <= s5;
            default: state <= s0;
        endcase
    end
    always @(state) begin
        case(state)
            s0: begin lda = 1; ldb = 0; sin = 1; done = 0; end
            s1: begin lda = 0; ldb = 1; sin = 1; end
            s2: if(eq) done = 1;
                else if(lt) begin   
                                sel1 = 1; sel2 = 0; sin = 0;
                                #1 lda = 0; ldb = 1;
                end
                else if(gt) begin
                                sel1 = 0; sel2 = 1; sin = 0;
                                #1 lda =1; ldb = 0;
                end
            s3: if(eq) done = 1;
                else if(lt) begin   
                                sel1 = 1; sel2 = 0; sin = 0;
                                #1 lda = 0; ldb = 1;
                end
                else if(gt) begin
                                sel1 = 0; sel2 = 1; sin = 0;
                                #1 lda = 1; ldb = 0;
                end
            s4: if(eq) done = 1;
                else if(lt) begin   
                                sel1 = 1; sel2 = 0; sin = 0;
                                #1 lda = 0; ldb = 1;
                end
                else if(gt) begin
                                sel1 = 0; sel2 = 1; sin = 0;
                                #1 lda = 1; ldb = 0;
                end
            s5: begin
                    done = 1; sel1 = 0; sel2 = 0; lda = 0; ldb = 0;
                end
            default: begin lda = 0; ldb = 0; end
        endcase
        end
endmodule
==> changes_impl.md <==
### Metrics

- Mapped Area: 422 sq um
- Post-Layout Cell Count: 110
- Clock transition at path regs: 0.04 ns
- Hold path cells: 1
- Number of diodes: 0
- Antenna-violating nets left: 0
- CTS H-tree lvls: 1
- Flop pwr share: 0.412
- Root buffer cell: clkbuf_4
- Pre-CTS setup slack: 0.214 ns
- Worst Setup Start Kind: primary input
- Hold Path End: state[1]
- HPWL after detailed placement: 772 um
- Buf+Inv Stages, Crit Path: 1
- Synth-to-layout area growth: 42.7%
- Avg Synthesized Cell Area: 8.27 sq um
- Number of antenna violations at the first check in global routing: 0
- Register pins left without a clock: 6
- Cell Type Count: 24
- # IOs: 11
- Max clock buf depth: 2
- Post-Route WL: 989 um
- Max-cap violation count: 0
- Hold Buf Count CTS: 0
- Final Critical Period: 1.56 ns
- Vias in the first global route: 345
- Placed Cells: 106
- Worst R2R Start: state[1]
- Crit path capture type: flip-flop
- Vias/cell: 3.71
- First-pass DRT Iterations: 4
- WL/cell: 8.99 um
- Slew @ Worst Pin: 0.477 ns
- Hold path start: state[2]
- HP Class: reg2reg
- Final Hold Viols: 0
- Worst r2r path cells: 3
- Met1 usage: 0.0353
- Sw Ratio: 0.375
- Largest type area fraction: 0.214
- # setup viols final: 0
- Clk ins delay skew pair: 0.23 ns
- CTS tree: done
- CTS Buf Count: 3
- Largest net degree at the start of global routing: 16
- PwrDens: 1240 nW/um^2
- Pleak: 0.227 nW
- RR Endpoint: state[2]
- Die area: 6400 sq um
- Resized Gates After CTS: 0
- CP peak stage delay: 0.50 ns
- Clock power frac: 0.141
- Synth warn: 1
- Final Max-Slew Violation Tally: 0
- Int Power: 0.466 mW
- First-pass GRT wire length: 1520 um
- F_max: 639 MHz
- CP top delay family: buffers and inverters
- Met2 usage: 0.0425
- Slowest-stage cell, CP: clkdlybuf4s50_1
- Setup slack, reg-to-reg: 0.52 ns
- Final setup margin: 0.436 ns
- Worst vdd ir: 303 uV
- Number of unconstrained endpoints: 12
- Setup TNS: 0 ns
- Gr ovfl total: 0
- Fillers: 387
- Overall routing resource usage: 0.0294
- Crit-path cells: clkdlybuf4s50_1 -> nor2_1 -> a31oi_1 -> o22a_1
- Post-Synthesis Cells: 51
- Crit path DRT: 1.98 ns
- Synth Register Bits: 9
- Share of total power in combinational logic: 0.447
- Log Warnings: 25
- Dominant cell type by area after synthesis: edfxtp_1
- GR Util met3: 0.0193
- Yosys stat area: 422 sq um
- DRC errors left: 0
- Post-CTS Setup Inserts: 0
- Row count: 21
- Via count: 408
- Power after layout: 0.746 mW
- Status: finished, final reports clean
- CP max FO: 7
- Initial core utilization: 0.123
- Final core utilization: 0.176
- Top cells, area: edfxtp_1 (21%), dlxtn_1 (21%), a21oi_1 (8.3%)
- P_sw: 0.280 mW
- Critical Path AT: 1.54 ns
- Chip Height: 80 um
- Layout cells sized above 1: 0.125
- Core area: 3420 sq um
- Rel. slew slack: 0.682
- Worst-case clock skew: 0.000145 ns
- Crit Path Class: in2reg
- Final period utilization: 0.782
- Initial DRC Count: 21
- Yosys cell count: 51
- Layer with the highest usage: met2
- RSZ-0062 raised after global routing: false
- GPL Wtd Cong: 0.829
- Die width: 80 um
- Port bufs: 10
final cells by class:
class / count / area (sq um) / share of cell area
multi-input combinational: 37 / 219 / 0.364
sequential: 9 / 180 / 0.299
timing repair buffer: 11 / 108 / 0.179
tap: 46 / 57.6 / 0.0956
clock buffer: 4 / 26.3 / 0.0437
inverter: 3 / 11.3 / 0.0187
power groups by stage:
stage / sequential [mW] / clock (mW) / combinational [mW]
after CTS: 0.306 / 0.113 / 0.339
after global routing: 0.320 / 0.114 / 0.378
final: 0.308 / 0.105 / 0.333
worst max path at each step:
| stage | endpoint | slack [ns] | from | depth (start not counted) |
|---|---|---|---|---|
| after CTS | state[2] | 0.45 | eq | 4 |
| after global routing | state[1] | 0.34 | eq | 4 |
| final | state[2] | 0.44 | eq | 4 |
cells by family (layout without fill, tap and decap cells):
kind of cell           Yosys count  after routing  synth area share
DFF                              3              3             0.214
and+or+nand+nor                 16             16             0.196
buffers and inverters            5             18            0.0534
AOI/OAI and AO/OA               21             21             0.323
latches                          6              6             0.214
cells in the final DEF, fill, tap and decap left out:
cell and instances:
clkdlybuf4s50_1 10, a21oi_1 7, dlxtn_1 6, nor2_1 5, nand2_1 5, inv_1 3
clkbuf_4 3, edfxtp_1 3, o21ai_0 2, o21ai_1 2, o22a_1 2, nor3_1 2
nor3b_2 1, a21o_1 1, nand2b_1 1, nand3b_1 1, nor2b_2 1, a21oi_2 1
a22o_1 1, o21ba_2 1, o21bai_1 1, o221ai_1 1, o22ai_1 1, a31oi_1 1
clkbuf_1 1, buf_4 1
Yosys cell counts:
cell,instances
nor2b_2,1
dlxtn_1,6
o21bai_1,1
nand2b_1,1
o21ba_2,1
a21oi_2,1
a22o_1,1
buf_4,1
a21oi_1,7
inv_1,3
a31oi_1,1
o221ai_1,1
nor3_1,2
edfxtp_1,3
nand2_1,5
o21ai_1,2
nor2_1,5
nand3b_1,1
o22ai_1,1
a21o_1,1
nor3b_2,1
o21ai_0,2
o22a_1,2
clkbuf_1,1
metrics by stage:
| step | hold slack [ns] | instance area, sq um |
|---|---|---|
| after floorplan | 0.642 | 422 |
| after global routing | 0.892 | 602 |
| final | 0.843 | 602 |
| after global placement | 0.825 | 576 |
| after CTS | 0.835 | 602 |
| after detailed placement | 0.832 | 576 |
state kept, by name (all words and copies together), names as in the netlist:
signal	flops
done	1
state	3
ldb	1
sin	1
sel2	1
lda	1
sel1	1
per-layer routing:
metal / share of wire / vias to the layer above
met5: 0 / -
met4: 0 / 0
met3: 0.13 / 0
met2: 0.41 / 14
met1: 0.46 / 181
li1: - / 213
Power is estimated from default activity; no workload was simulated.
