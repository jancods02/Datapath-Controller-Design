--- design/flow/design.v ---
module ALU(out, in1, in2, addsub);
    input [15:0] in1, in2;
    input addsub;
    output reg [15:0] out;
    always @(*)
        begin
            if(addsub == 0) out = in1 - in2;
            else out = in1 + in2;
        end
endmodule
--- design/flow/run.sh ---
#!/bin/bash
# OpenROAD 26Q1-2900-gdf79404cd8, Yosys 0.63+post, stock flow scripts
make -C /OpenROAD-flow-scripts/flow DESIGN_CONFIG=/design/flow/config.mk WORK_HOME=/design/flow/orfs finish
--- design/flow/config.mk ---
export PLATFORM = sky130hd
export DESIGN_NAME = ALU
export DESIGN_NICKNAME = ALU
export VERILOG_FILES = /design/flow/design.v
export SDC_FILE = /design/flow/constraint.sdc
export NUM_CORES = 4
export LEC_CHECK = 1
export CORE_AREA = 10 10 75 75
export DIE_AREA = 0 0 85 85
--- design/flow/constraint.sdc ---
current_design ALU

set clk_period 19.9
set clk_io_pct 0.2

create_clock -name clk0 -period $clk_period

set non_clock_inputs [all_inputs -no_clocks]
set_input_delay [expr $clk_period * $clk_io_pct] -clock clk0 $non_clock_inputs
set_output_delay [expr $clk_period * $clk_io_pct] -clock clk0 [all_outputs]
==> flow_summary.json <==
{
  "status": "finished, final reports clean",
  "dr.pass1.iters": 4,
  "total_power_uw": 65.7,
  "synth_area_per_cell_um2": 7.17,
  "warning_count": 35,
  "place_area_um2": 1630,
  "power.density_nw_per_um2": 40.4,
  "setup_ws_ns": 8.40,
  "avgViaCountPerCell": 4.60,
  "mi_logic_area_um2": 1040,
  "fin_setup_tns_ns": 0,
  "drt_iter0_drc": 35,
  "grt-ovfl-total": 0,
  "grt_antenna_before_repair": 0,
  "worst_pin_slew_ns": 0.519,
  "io_pins": 49,
  "ctsHoldBuffers": 0,
  "crit_arrival_ns": 7.52,
  "fillers": 437,
  "hold_depth": 3,
  "post-cts-setup-buffers": 0,
  "mostFrequentLayoutCell": "clkdlybuf4s50_1",
  "final_cell_mix": "49 x clkdlybuf4s50_1, 19 x a21oi_1, 19 x ha_1, 15 x nor2_1, 15 x xor2_1",
  "slew-limit-headroom_pct": 64.8,
  "rows": 23,
  "hold_violations": 0,
  "min_path_type": "input pin to output pin",
  "die_area_um2": 7230,
  "port_buffers": 49,
  "ys_cells": 150,
  "fp_util_pct": 26.5,
  "clkbuf_count": 0,
  "grtUsageTotal_pct": 8.57,
  "grt_max_degree": 16,
  "drv_cap": 0,
  "fin_cells": 248,
  "ir_worst_vdd_v": 0.0000128,
  "finalClockPeriodUsage_pct": 57.8,
  "topCellsByArea": "ha_1 22%, xor2_1 12%, xnor2_1 9.0%",
  "fin_area_um2": 1630,
  "period_needed_ns": 11.50,
  "gp_congestion": 0.879,
  "worstSetupStartpointType": "input pin",
  "die_h_um": 85,
  "yosysWarnings": 1,
  "grt_pass1_vias": 1163,
  "leakage_nw": 0.663,
  "crit_required_ns": 15.92,
  "cts_resized": 0,
  "top_area_share_pct": 22.1,
  "crit_type": "input pin to output pin",
  "ys_seq_share_pct": 0,
  "area.growth.synth_to_final_pct": 51.0,
  "place_ws_ns": 8.38,
  "dp_hpwl_mm": 2.87,
  "antenna_cells_inserted": 0,
  "path_max_fanout": 5,
  "core-area_um2": 4060,
  "cp-end-kind": "output pin",
  "place_inst": 248,
  "grt_setup_unrepaired": "no",
  "drive_gt1_share_pct": 4.55,
  "fmax_mhz": 87.0,
  "ant_nets": 0,
  "synth_cell_types": 34,
  "synth_area_leader_cell": "ha_1",
  "ff_count": 0,
  "yosysChipArea_um2": 1080,
  "wl_mm": 3.12,
  "drc": 0,
  "flop_area_um2": 0,
  "netlist_area_um2": 1080,
  "finalMaxSlewViolations": 0,
  "detail_route.wl_per_cell_um": 12.6,
  "finalSetupViolCount": 0,
  "grt_pass1_wl_mm": 5.54,
  "num_vias": 1142,
  "synthCells": 150,
  "fp.dieW_um": 85
}
## worst paths after layout
| kind | start | end | slack [ns] |
|---|---|---|---|
| setup / recovery | in2[3] | out[14] | 8.40 |
| hold / removal | in1[0] | out[0] | 9.01 |
## report_power, final
| part | switching, mW | internal (mW) | total (mW) |
|---|---|---|---|
| Clock | 0 | 0 | 0 |
| Sequential | 0 | 0 | 0 |
| Combinational | 0.0262 | 0.0394 | 0.0657 |
| Total | 0.0262 | 0.0394 | 0.0657 |
## per-stage QoR
stage,utilization [%],hold WS [ns]
2_1_floorplan,-,8.03
6_report,40.1,9.01
3_3_place_gp,40.1,9.01
4_1_cts,40.1,9.02
3_5_place_dp,40.1,9.01
5_1_grt,40.1,9.06
## synth_stat cells, drive strengths merged
cell	instances
o21ai	9
a211oi	5
a21o	1
o211ai	2
nor3	6
nand2	11
o211a	1
xnor2	12
mux2	1
nor2b	1
a31oi	2
a2111oi	2
xor2	15
nor2	15
o311ai	1
o31a	1
and2	1
a21oi	20
nor4b	1
nand2b	1
o21bai	3
o21a	1
inv	9
fa	1
clkbuf	1
and2b	1
nand3	3
or2	1
or4	1
ha	19
nor4	2
## cell families (layout without fill, tap and decap cells)
logic type,count (synthesis),after routing,synth area share (%)
AND-OR/OR-AND,48,48,28.0
XOR/XNOR,27,27,22.7
adder cells (fa/ha/maj),20,20,24.0
buffers and inverters,10,58,3.49
multiplexers,1,1,1.05
AND/OR/NAND/NOR,44,44,20.8
## cell type report
| cell class | instances | area share (%) |
|---|---|---|
| inverters | 9 | 2.08 |
| well taps | 50 | 3.85 |
| repair buffers | 49 | 30.2 |
| multi-input cells | 140 | 63.9 |
## per-layer routing
metal / global-route usage [%] / up-vias / wire, um
li1: - / 643 / -
met4: 0 / 0 / 0
met1: 12.1 / 482 / 1480
met2: 14.1 / 17 / 1490
met5: 0 / - / 0
met3: 1.35 / 0 / 145
## critical path, stage by stage
cell	delay, ns
clkdlybuf4s50_1	0.49
or4_4	0.56
nor4b_4	0.32
nor2_1	0.09
xnor2_1	0.15
ha_1	0.36
a21oi_1	0.20
o21ai_0	0.11
a211oi_1	0.26
o21bai_1	0.09
a211oi_1	0.28
xnor2_1	0.15
clkdlybuf4s50_1	0.48
